`./config.mk`:
```
export PLATFORM = sky130hd
export DESIGN_NAME = Serial_8bits_add_sub
export DESIGN_NICKNAME = Serial_8bits_add_sub
export VERILOG_FILES = /design/flow/design.v
export SDC_FILE = /design/flow/constraint.sdc
export NUM_CORES = 4
export LEC_CHECK = 1
export CORE_AREA = 10 10 70 70
export DIE_AREA = 0 0 80 80
```
`./constraint.sdc`:
```
current_design Serial_8bits_add_sub

set clk_period 6.3
set clk_io_pct 0.2

create_clock -name clk0 -period $clk_period

set non_clock_inputs [all_inputs -no_clocks]
set_input_delay [expr $clk_period * $clk_io_pct] -clock clk0 $non_clock_inputs
set_output_delay [expr $clk_period * $clk_io_pct] -clock clk0 [all_outputs]
```
`./design.v`:
```
module fulladder(
	output Sum, Cout,
	input  in1, in2, cin);
	wire I1, I2, I3;
	halfadder ha1 (I1, I2, in1, in2);
	halfadder ha2 (Sum, I3, I1, cin);
	assign 	Cout = 	I2	|| I3;
endmodule
module halfadder(
	output wire sum,
	output wire cout,
	input wire A,B);
	assign sum = A ^ B;
	assign cout	= A & B;
endmodule
module Serial_4bits_adder(Sum, Cout, Cin, in1, in2);
	input [3:0] in1, in2;
	input Cin;
	output [3:0] Sum;
	output Cout;
	wire [2:0] Carry;
	fulladder fa1(.Sum(Sum[0]), .Cout(Carry[0]), .in1(in1[0]), .in2(in2[0]), .cin(Cin));
	fulladder fa2(.Sum(Sum[1]), .Cout(Carry[1]), .in1(in1[1]), .in2(in2[1]), .cin(Carry[0]));
	fulladder fa3(.Sum(Sum[2]), .Cout(Carry[2]), .in1(in1[2]), .in2(in2[2]), .cin(Carry[1]));
	fulladder fa4(.Sum(Sum[3]), .Cout(Cout),     .in1(in1[3]), .in2(in2[3]), .cin(Carry[2]));
endmodule
module Serial_8bits_add_sub(result, Cin, Cout, in1, in2, EO, SU);
	input [7:0] in1, in2;
	input Cin;
	output [7:0] result;
	output Cout;
	input SU;
	input tri EO;
	wire [7:0] in2_temp;
	wire [7:0] result_temp;
	wire  carry;
	assign in2_temp[0] = in2[0] ^ SU;
	assign in2_temp[1] = in2[1] ^ SU;
	assign in2_temp[2] = in2[2] ^ SU;
	assign in2_temp[3] = in2[3] ^ SU;
	assign in2_temp[4] = in2[4] ^ SU;
	assign in2_temp[5] = in2[5] ^ SU;
	assign in2_temp[6] = in2[6] ^ SU;
	assign in2_temp[7] = in2[7] ^ SU;
	Serial_4bits_adder M0 (.Sum(result_temp[3:0]), .Cout(carry), .in1(in1[3:0]), .in2(in2_temp[3:0]), .Cin(Cin));
	Serial_4bits_adder M1 (.Sum(result_temp[7:4]), .Cout(Cout),  .in1(in1[7:4]), .in2(in2_temp[7:4]), .Cin(carry));
	assign result[0] = EO ? result_temp[0] : 1'bz;
	assign result[1] = EO ? result_temp[1] : 1'bz;
	assign result[2] = EO ? result_temp[2] : 1'bz;
	assign result[3] = EO ? result_temp[3] : 1'bz; 
	assign result[4] = EO ? result_temp[4] : 1'bz;
	assign result[5] = EO ? result_temp[5] : 1'bz;
	assign result[6] = EO ? result_temp[6] : 1'bz;
	assign result[7] = EO ? result_temp[7] : 1'bz;
endmodule
```
`./run.sh`:
```
#!/bin/bash
# OpenROAD 26Q1-2900-gdf79404cd8, Yosys 0.63+post, stock flow scripts
make -C /OpenROAD-flow-scripts/flow DESIGN_CONFIG=/design/flow/config.mk WORK_HOME=/design/flow/orfs finish
```
==> flow_metrics.env <==
# implementation run metrics
export IMPL_whs_ns=3.27
export IMPL_post_cts_setup_buffer_count=0
export IMPL_worst_pin_slew_ns=0.216
export IMPL_final_hold_viol_count=0
export IMPL_yosys_stat_area_um2=354
export IMPL_grt_start_max_net_pins=8
export IMPL_max_cap_viol_count=0
export IMPL_timing_hold_worst_endpoint="result[7]"
export IMPL_placement_io_buffers=27
export IMPL_ff_latch_area_um2=0
export IMPL_setup_viol=0
export IMPL_critical_path_cell_chain="clkdlybuf4s50_1 > fa_2 > inv_1 > fa_2 > fa_2 > fa_2 > fa_2 > fa_2 > fa_1 > inv_1 > fa_1 > clkdlybuf4s50_1"
export IMPL_worst_setup_path_type="primary input to output port"
export IMPL_io_pins=28
export IMPL_num_clock_buffers=0
export IMPL_setup_tns_final_ns=0
export IMPL_timing_final_crit_period_ns=6.10
export IMPL_min_period_over_period_pct=96.9
export IMPL_number_of_global_route_vias_before_repair=319
export IMPL_outcome="finished, final reports clean"
export IMPL_yosys_warnings=8
export IMPL_area_of_the_die_mm2=0.00640
export IMPL_drc_violations_left=0
export IMPL_detail_route_wirelength_um=905
export IMPL_cp_required_ns=5.04
export IMPL_netlist_cell_type_count=6
export IMPL_synth_area_um2=354
export IMPL_peakVddDrop_v=0.0000595
export IMPL_dr_pass1_iters=2
export IMPL_yosysSeqAreaShare_pct=0
export IMPL_timing_hold_worst_path_depth=3
export IMPL_relSlewSlack_pct=85.5
export IMPL_rsz0062_at_grt="false"
export IMPL_lay_top_cells="23 x clkdlybuf4s50_1, 14 x inv_1, 6 x xnor2_1, 6 x fa_2"
export IMPL_die_width_um=80
export IMPL_leakage_nw=0.282
export IMPL_synth_area_per_cell_um2=9.08
export IMPL_wl_per_cell_um=8.54
export IMPL_num_vias=273
export IMPL_finalNonFillerCells=106
export IMPL_final_cell_area_um2=648
export IMPL_grt_first_pass_wirelength_mm=1.50
export IMPL_detailroute_wirelength_met3_um=245
export IMPL_globalplace_congestion=0.817
export IMPL_final_slew_viol_count=0
export IMPL_top_layer_used="met3"
export IMPL_cp_end_kind="output port"
export IMPL_antenna_found_initial=2
export IMPL_area_delta_synth_final_pct=83.0
export IMPL_lay_top_count="clkdlybuf4s50_1"
export IMPL_max_freq_ghz=0.164
export IMPL_stage_log_warnings=33
export IMPL_share_of_final_layout_standard_cells_stronger_than_drive_strength_1_pct=13.8
export IMPL_dp_hpwl_um=862
export IMPL_fp_row_count=21
export IMPL_yosysCellCount=39
export IMPL_worst_setup_path_start_kind="primary input"
export IMPL_die_size_y_um=80
export IMPL_crit_top_cell="fa_2"
export IMPL_powerDensity_mw_per_mm2=105
export IMPL_detailed_place_area_um2=618
export IMPL_route_met2_wl_um=206
export IMPL_syn_instance_count=39
export IMPL_drt_met1_wl_um=453
export IMPL_slowest_stage="clkdlybuf4s50_1"
export IMPL_worstPathMaxFanout=1
export IMPL_gr_usage_all_layers_pct=2.94
export IMPL_initialDrtViolationCount=1
export IMPL_drt_antenna_net_count=0
export IMPL_core_region_area_mm2=0.00342
export IMPL_finalPower_mw=0.0679
export IMPL_crit_path_max_incr_delay_ns=0.49
export IMPL_seq_cells=0
export IMPL_timing_hold_worst_class="primary input to output port"
export IMPL_hold_path_startpoint="in1[7]"
export IMPL_detail_route_vias_per_cell=2.58
export IMPL_floorplan_initialDensity_pct=10.4
export IMPL_worst_ep_arrival_time_ns=4.84
export IMPL_globalRoute_totalOverflow=0
export IMPL_placedCellCount=104
## worst max path at each step
| stage | end | from | depth (start not counted) | slack (ns) |
|---|---|---|---|---|
| 6_report | Cout | Cin | 12 | 0.20 |
| 4_1_cts | result[7] | in1[0] | 12 | 0.03 |
| 5_1_grt | Cout | Cin | 12 | 0.06 |
## cell families (layout without fill, tap and decap cells)
group	count (synthesis)	count (layout)	share of synthesized area, %
XOR/XNOR	8	8	19.8
adder cells (fa/ha/maj)	8	8	45.2
buffers and inverters	23	42	35.0
other	0	2	0
## cell type report
type                       instances  area [um^2]
timing repair buffer              28          280
multi-input combinational         16          253
inverter                          14         52.6
fill                             381         2770
antenna                            2         5.00
tap                               46         57.6
## metal layers
metal  GRT usage, %  up-vias
met2           3.05       27
met3           3.18        0
li1               -      134
met5              0        -
met4              0        0
met1           4.07      112
## Yosys cell counts
master	instances	share of area, %
xor2_1	2	4.9
xnor2_1	6	15
buf_4	8	17
buf_6	1	3.2
fa_1	8	45
inv_1	14	15
## repair_timing
action                     CTS  global route
setup endpoints to repair    3             1
hold endpoints to repair     0             0
resized                      9             2
pin swaps                    2             2
hold buffers                 0             0
## report_power, final
part	internal, mW	switching, mW	leakage [nW]
Clock	0.0000000424	0	0.0000127
Sequential	0	0	0
Combinational	0.0468	0.0211	0.282
## critical path, delay by kind of cell
kind	cells	cell delay, ns
buffers and inverters	4	1.07
adders and majority gates	8	2.53
## metrics by stage
stage | util, % | worst slack, ns
6_report | 19.0 | 0.196
5_1_grt | 18.9 | 0.0572
4_1_cts | 18.7 | 0.0270
3_5_place_dp | 18.1 | -0.411
3_3_place_gp | 18.1 | -0.381
2_1_floorplan | - | 0.444
Power is estimated from default activity; no workload was simulated.
