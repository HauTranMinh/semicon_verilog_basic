[./run.sh]
#!/bin/bash
# OpenROAD 26Q1-2900-gdf79404cd8, Yosys 0.63+post, stock flow scripts
make -C /OpenROAD-flow-scripts/flow DESIGN_CONFIG=/design/flow/config.mk WORK_HOME=/design/flow/orfs finish
[./config.mk]
export PLATFORM = sky130hd
export DESIGN_NAME = Serial_32bits_adder
export DESIGN_NICKNAME = Serial_32bits_adder
export VERILOG_FILES = /design/flow/design.v
export SDC_FILE = /design/flow/constraint.sdc
export NUM_CORES = 4
export LEC_CHECK = 1
export CORE_AREA = 10 10 83 83
export DIE_AREA = 0 0 93 93
[./constraint.sdc]
current_design Serial_32bits_adder

set clk_period 31.2
set clk_io_pct 0.2

create_clock -name clk0 -period $clk_period

set non_clock_inputs [all_inputs -no_clocks]
set_input_delay [expr $clk_period * $clk_io_pct] -clock clk0 $non_clock_inputs
set_output_delay [expr $clk_period * $clk_io_pct] -clock clk0 [all_outputs]
[./design.v]
module Serial_32bits_adder(Sum, Cout, A, B, Cin);
	input  Cin;
	input  [31:0] A;
	input  [31:0] B;
	output [31:0] Sum;
	output Cout;
	wire c1, c2, c3;
	Serial_8bits_adder M1 (.Sum(Sum[7:0]),   .Cout(c1),   .A(A[7:0]),   .B(B[7:0]),   .Cin(Cin));
	Serial_8bits_adder M2 (.Sum(Sum[15:8]),  .Cout(c2),   .A(A[15:8]),  .B(B[15:8]),  .Cin(c1));
	Serial_8bits_adder M3 (.Sum(Sum[23:16]), .Cout(c3),   .A(A[23:16]), .B(B[23:16]), .Cin(c2));
	Serial_8bits_adder M4 (.Sum(Sum[31:24]), .Cout(Cout), .A(A[31:24]), .B(B[31:24]), .Cin(c3));
endmodule
module Serial_8bits_adder(Sum, Cout, Cin, A, B);
	input  [7:0] A, B;
	input  Cin;
	output [7:0] Sum;
	output Cout;
	wire c1, c2, c3, c4, c5, c6, c7;
	fulladder fa1(.Sum(Sum[0]),.Cout(c1),   .in1(A[0]),.in2(B[0]),.cin(Cin));
	fulladder fa2(.Sum(Sum[1]),.Cout(c2),   .in1(A[1]),.in2(B[1]),.cin(c1));
	fulladder fa3(.Sum(Sum[2]),.Cout(c3),   .in1(A[2]),.in2(B[2]),.cin(c2));
	fulladder fa4(.Sum(Sum[3]),.Cout(c4),   .in1(A[3]),.in2(B[3]),.cin(c3));
	fulladder fa5(.Sum(Sum[4]),.Cout(c5),   .in1(A[4]),.in2(B[4]),.cin(c4));
	fulladder fa6(.Sum(Sum[5]),.Cout(c6),   .in1(A[5]),.in2(B[5]),.cin(c5));
	fulladder fa7(.Sum(Sum[6]),.Cout(c7),   .in1(A[6]),.in2(B[6]),.cin(c6));
	fulladder fa8(.Sum(Sum[7]),.Cout(Cout), .in1(A[7]),.in2(B[7]),.cin(c7));
endmodule
module fulladder(
	output Sum, Cout,
	input  in1, in2, cin);
	wire I1, I2, I3;
	halfadder ha1 (I1, I2, in1, in2);
	halfadder ha2 (Sum, I3, I1, cin);
	assign 	Cout = 	I2	|| I3;
endmodule
module halfadder(
	output wire sum,
	output wire cout,
	input wire A,B);
	assign sum = A ^ B;
	assign cout	= A & B;
endmodule
==> ci_impl_report.md <==
## Implementation flow summary

| Metric | Value |
|---|---|
| CP dominant cell by count | `fa_1` |
| Mean routed wirelength per cell | `about 13 um` |
| Fin crit share | `82.89%` |
| Synthesized cell area | `918.4 um^2` |
| Die Wd | `around 93 um` |
| Cells after synthesis | `74` |
| Worst slew margin relative to its limit | `a little over 90%` |
| Met1 routing resource usage after global routing | `7.299%` |
| Total count of hold-check failures in the final report | `0` |
| Met2 Use GR | `just over 8%` |
| Pre-Repair DR Iteration Count | `2` |
| Number of fill cells in the layout | `approximately 530` |
| Hold-fix buffer count after cts | `0` |
| Via/cell ratio | `3.381` |
| Area enclosed by the die boundary | `between 8000 and 9000 um^2` |
| Critical-path top delay cell | `clkdlybuf4s50_1` |
| Count of antenna-violating nets left after detailed routing | `0` |
| Number of cells on the worst hold path | `5` |
| Antenna fix cells | `0` |
| Outcome | `finished, final reports clean` |
| Number of placed cells counting well taps | `210` |
| Setup violation total in the final timing report | `0` |
| Beginning of the worst hold path | `Cin` |
| Post-synth area from yosys stat | `slightly above 900 um^2` |
| TNS Setup | `0 ns` |
| Final critical-path required period | `approximately 26 ns` |
| Pin count of the biggest net entering global routing | `2` |
| Area growth, synth to finish | `90.19%` |
| Total global routing track utilization | `just under 6%` |
| Type of the worst setup path | `in -> out` |
| Longest individual stage delay on the worst path | `about 0.45 ns` |
| Leakage Power | `0.0006703 uW` |
| Power density cells | `19.19 nW/um^2` |
| Die H | `between 90 and 100 um` |
| Layout cells sized above 1 | `0%` |
| Class of the worst hold path | `in -> out` |
| Detailed-route wire length | `2690 um` |
| Number of gates resized after cts | `0` |
| Yosys top cell by area | `fa_1` |
| Pins Over Slew Limit | `0` |
| Vias in the first global route | `851` |
| CLK BUF | `0` |
| Footprint of the flip-flops and latches | `0 um^2` |
| Distinct cell type count of the synthesized netlist | `3` |
| Site Rows | `26` |
| Number of max-capacitance violations reported | `0` |
| Input/output buffers | `~100` |
| Non-filler cells in the finished layout | `210` |
| Startpoint type of the worst setup path | `primary input` |
| Top cells, area | `fa_1 70%, buf_4 26%, inv_1 4.1%` |
| Warning total across the stage logs | `32` |
| Violation count after the first detailed-routing iteration | `2` |
| Global-route wire length before repair | `approximately 4200 um` |
| Synth Warn # | `0` |
| Data required, critical path | `about 25 ns` |
| Share of synthesized area occupied by flip-flops and latches | `0%` |
| Final estimated routing congestion in global placement | `0.7690` |
| DRC Markers | `0` |
| Core box area | `5140 um^2` |
| Met3 track demand over resource in global routing | `5.089%` |
| Layer carrying the most global-route usage | `met2` |
| Maximum resistive drop on vdd | `0.006727 mV` |
| Hold worst-path end | `Sum[0]` |
| Unrepaired setup endpoints after global routing | `false` |
| Registers | `0` |
| Fp util | `17.87%` |
| Post-CTS Setup Bufs | `0` |
| Arrival time worst endpoint | `19.62 ns` |
| Most numerous cell types in the synthesized netlist | `32 x buf_4, 32 x fa_1, 10 x inv_1` |
| Fraction of post-synthesis cell area in the top cell type by area | `roughly 70%` |
| Yosys cell count | `74` |
| Avg Synthesized Cell Area | `between 10 and 15 um^2` |
| Routed via count | `710` |
| Endpoint class of the critical path | `output port` |
| Total global routing overflow | `0` |
| Hpwl dp | `between 2000 and 3000 um` |
| IO Count | `around 100` |
| Transition time at the pin with the least slew margin | `approximately 0.10 ns` |
| Worst-path maximum fanout | `1` |
| Peak clock frequency supported by timing | `38.67 MHz` |
| Final worst hold slack | `13.52 ns` |
| Antenna violations before repair | `0` |
==> how the worst max path moves through the flow <==
stage	startpoint	end	slack, ns	depth (start not counted)
after global routing	B[0]	Sum[31]	4.94	38
final	A[0]	Sum[31]	5.34	38
after CTS	A[0]	Sum[31]	5.25	38
==> cells in the final DEF (no fill, tap or decap), drive strengths merged <==
cell / instances
inv: 10
fa: 32
clkdlybuf4s50: 98
==> power by group <==
part,switching (uW),internal (uW)
Sequential,0,0
Combinational,8.36,25.2
Clock,0,0
Total,8.36,25.2
==> metrics by stage <==
step	power, uW	setup WS [ns]	utilization (%)	cell area [um^2]
4_1_cts	34.84	5.252	33.98	1747
5_1_grt	38.28	4.942	33.98	1747
6_report	33.52	5.338	33.98	1747
3_5_place_dp	34.69	5.266	33.98	1747
2_1_floorplan	16.71	6.510	-	918.4
3_3_place_gp	34.39	5.334	33.98	1747
==> worst max-delay path: cells and delay by family <==
| kind | cells | cell delay, ns |
|---|---|---|
| buffers and inverters | 6 | 1.11 |
| adders and majority gates | 32 | 12.29 |
==> layout make-up <==
| type | instances | area (um^2) | area share, % |
|---|---|---|---|
| well taps | 70 | 87.58 | 5.014 |
| repair buffers | 98 | 980.9 | 56.16 |
| inverters | 10 | 37.54 | 2.149 |
| multi-input cells | 32 | 640.6 | 36.68 |
==> cells by family (layout without fill, tap and decap cells) <==
group / Yosys count / after routing / share of synthesized area [%]
buffers and inverters: 42 / 108 / 30.25
adder cells (fa/ha/maj): 32 / 32 / 69.75
==> per-layer routing <==
| metal | vias to the layer above | routed length, um |
|---|---|---|
| li1 | 312 | - |
| met1 | 318 | 1089 |
| met2 | 80 | 993 |
| met3 | 0 | 607 |
| met4 | 0 | 0 |
| met5 | - | 0 |
Power and IR drop assume default switching activity.
