==> design/flow/design.v <==
module homework_2 (
	input [11:0] A, B,
	output [11:0] C,
	output [11:0] D,
	output [11:0] E);
	assign C = A|B;
	assign D = A&B;
	assign E = A^B;
endmodule
==> design/flow/run.sh <==
#!/bin/bash
# OpenROAD 26Q1-2900-gdf79404cd8, Yosys 0.63+post, stock flow scripts
make -C /OpenROAD-flow-scripts/flow DESIGN_CONFIG=/design/flow/config.mk WORK_HOME=/design/flow/orfs finish
==> design/flow/config.mk <==
export PLATFORM = sky130hd
export DESIGN_NAME = homework_2
export DESIGN_NICKNAME = homework_2
export VERILOG_FILES = /design/flow/design.v
export SDC_FILE = /design/flow/constraint.sdc
export NUM_CORES = 4
export LEC_CHECK = 1
export CORE_AREA = 10 10 70 70
export DIE_AREA = 0 0 80 80
==> design/flow/constraint.sdc <==
current_design homework_2

set clk_period 1.0
set clk_io_pct 0.2

create_clock -name clk0 -period $clk_period

set non_clock_inputs [all_inputs -no_clocks]
set_input_delay [expr $clk_period * $clk_io_pct] -clock clk0 $non_clock_inputs
set_output_delay [expr $clk_period * $clk_io_pct] -clock clk0 [all_outputs]
==> summary.txt <==
impl run done, here's what came out: number of flip-flops and latches=0, pin count of the biggest net entering global routing=3, Setup Crit Path Kind=primary input to primary output, critical path endpoint category=primary output, vias=562, number of cells in the yosys synthesis report=60, tally of max-capacitance violations=0, FP Rows=21, Syn Area/Cell=7.26 µm², Combinational Area=360 µm², distinct cell type count of the synthesized netlist=2, cell area after synthesis=435 µm², biggest area consumer among synthesized cells=sky130_fd_sc_hd__ha_1, die span in y=80 µm, post-detailed-route via-to-cell ratio=3.27, final worst path period share=96.5%, highest-count logic cell in the final layout=sky130_fd_sc_hd__buf_2, portion of the post-synthesis area used by sequential elements=0%, total grt overflow=0, worst hold slack=0.686 ns, layout cells sized above 1=54.8%, number of warnings reported in the yosys synthesis log=0, post-layout min period=0.965 ns, Pleak=0.000620 µW, Wirelength per Cell=9.45 µm, first-pass GRT wire length=2550 µm, unrepaired setup endpoints after global routing=false, CLK BUF=0, horizontal die dimension=80 µm, antenna violations before repair=0, number of hold violations in the final report=0, summed area of non-filler cells in the final layout=981 µm², Antenna Cells=0, DP Wirelength=1540 µm, via count of the first global-routing pass=576, chip area=0.00640 mm², largest fanout on the critical path=2, worst ir drop on vdd=80.8 µV, areal power density over the cells=271 mW/mm², first-pass detailed-route iteration total=1, Initial Utilization=12.7%, count of port buffers added during placement=60, largest cells by area after synthesis=sky130_fd_sc_hd__ha_1 69%, sky130_fd_sc_hd__inv_1 31%, OpenROAD warning count=47, CORE AREA=0.00342 mm², cells after synthesis=60, post-placement cell area=0.00114 mm², type of the worst min-delay path=primary input to primary output, # placed instances=172, slew of the pin with the lowest slew margin=0.0557 ns, post-route DRC violation count=0, total of endpoints with negative setup slack in the final report=0, result of the run=completed, number of stages on the worst hold path=3, yosys stat area=435 µm², number of nets with antenna violations after routing=0, Dominant cell area share=69.0%, number of fill cells in the layout=393, final design utilization=28.7%, area growth from synthesis to final layout=125%, total track usage=4.57%, most frequently placed logic cells in the final layout=35 x sky130_fd_sc_hd__buf_2, 24 x sky130_fd_sc_hd__inv_1, 17 x sky130_fd_sc_hd__dlygate4sd2_1, max-slew violation count=0, Slew HR=96.3%, footprint of the flip-flops and latches=0 µm², starting DRC count in detailed routing=0, Total Routed Length=1630 µm, worst path arrival time=0.76 ns, f_max=1.04 GHz, Layout Cells excl Fill=172, number of I/O pins=60, gpl congestion=0.749, startpoint type of the worst setup path=primary input, post-CTS setup buffers=0, WP data required=0.80 ns
## per-stage QoR
stage	setup TNS (ns)	total power (µW)	worst slack, ns
floorplan	0	33.1	0.336
global placement	-21.45	382	-0.697
detailed placement	-21.87	389	-0.689
CTS	0	284	0.00547
global route	0	322	0.00128
finish	0	266	0.0353
## routing by layer
| layer | track usage, % | wire (µm) | vias up |
|---|---|---|---|
| met4 | 0 | 0 | 0 |
| met1 | 5.21 | 700 | 236 |
| li1 | - | - | 290 |
| met3 | 2.84 | 245 | 0 |
| met2 | 7.54 | 679 | 36 |
| met5 | 0 | 0 | - |
## critical path: stages
cell and delay, ns:
sky130_fd_sc_hd__buf_2 0.11, sky130_fd_sc_hd__inv_1 0.05, sky130_fd_sc_hd__ha_2 0.15, sky130_fd_sc_hd__inv_1 0.03, sky130_fd_sc_hd__dlygate4sd2_1 0.23
## where the power goes
part,switching [µW],internal (µW),total [µW]
clock network,0,0,0
logic,98.5,167,266
registers,0,0,0
## layout make-up
cell class / instances / share of cell area [%]
Timing Repair Buffer: 66 / 43.6
Multi-Input combinational cell: 24 / 36.7
Inverter: 36 / 13.8
Tap cell: 46 / 5.87
## Yosys cell counts
cell type,instances
sky130_fd_sc_hd__inv_1,36
sky130_fd_sc_hd__ha_1,24
## cells by family after synthesis
kind of cell             count (synthesis)  synth area share [%]
buffers and inverters                   36                  31.0
adder cells (fa/ha/maj)                 24                  69.0
## final timing paths
kind                  startpoint  endpoint  slack (ns)
worst min-delay path        B[5]      D[5]        0.69
worst max-delay path       B[10]     C[10]        0.04
## timing repair
action                                  CTS  global route
hold buffers                              0             0
resized                                 189             9
endpoints found under the setup margin   36             9
pin swaps                                11             1
Power is estimated from default activity; no workload was simulated.
